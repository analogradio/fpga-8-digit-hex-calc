<file path="config.mk">
export PLATFORM = sky130hd
export DESIGN_NAME = top
export DESIGN_NICKNAME = top
export VERILOG_FILES = /design/flow/design.v
export SDC_FILE = /design/flow/constraint.sdc
export NUM_CORES = 4
export LEC_CHECK = 1
export CORE_UTILIZATION = 50
</file>
<file path="constraint.sdc">
current_design top

set clk_period 1.0
set clk_io_pct 0.2

create_clock -name clk0 -period $clk_period [get_ports {hz100}]

set non_clock_inputs [all_inputs -no_clocks]
set_input_delay [expr $clk_period * $clk_io_pct] -clock clk0 $non_clock_inputs
set_output_delay [expr $clk_period * $clk_io_pct] -clock clk0 [all_outputs]
</file>
<file path="design.v">
`default_nettype none
module top (
  input  logic hz100, reset,
  input  logic [20:0] pb,
  output logic [7:0] left, right,
         ss7, ss6, ss5, ss4, ss3, ss2, ss1, ss0,
  output logic red, green, blue,
  output logic [7:0] txdata,
  input  logic [7:0] rxdata,
  output logic txclk, rxclk,
  input  logic txready, rxready
);
  logic [4:0] keycode;
  logic strobe;
  scankey sk1 (.clk(hz100), .rst(reset), .in(pb[19:0]), .strobe(strobe), .out(keycode));
  logic [31:0] data;
  digits d1 (.in(keycode), .out(data), .clk(strobe), .reset(reset));
  ssdec s0(.in(data[3:0]),   .out(ss0[6:0]), .enable(1'b1));
  ssdec s1(.in(data[7:4]),   .out(ss1[6:0]), .enable(|data[31:4]));
  ssdec s2(.in(data[11:8]),  .out(ss2[6:0]), .enable(|data[31:8]));
  ssdec s3(.in(data[15:12]), .out(ss3[6:0]), .enable(|data[31:12]));
  ssdec s4(.in(data[19:16]), .out(ss4[6:0]), .enable(|data[31:16]));
  ssdec s5(.in(data[23:20]), .out(ss5[6:0]), .enable(|data[31:20]));
  ssdec s6(.in(data[27:24]), .out(ss6[6:0]), .enable(|data[31:24]));
  ssdec s7(.in(data[31:28]), .out(ss7[6:0]), .enable(|data[31:28]));
endmodule
module digits(input logic [4:0]in, output logic [31:0]out, input logic clk, input logic reset);
 math m(.op(op), .a(save), .b(current), .r(result)); 
  logic show;
  logic [31:0] current;
  logic [31:0] save;
  logic [3:0] op;
  logic [31:0] result;
  logic [7:0]full;
always_ff @(posedge clk, posedge reset) begin
if (reset) begin
  current<= 32'b0;
  save <= 0;
  op <= 0;
  show<= 1'b0;
  full <= 0;
 end
  else if(in[4]==1'b0)begin
  if(show==1 && full != 8'b11111111) begin
  current <= {28'b0, in[3:0]};
  show<=1'b0;
  if (in != 0) begin 
  full <= 8'b00000001;
  end 
  end
  else if (full != 8'b11111111) begin
  if (full[0] == 1 || in != 0)
    full <= full<<1 | 8'b00000001;
  current<= current<<4;
  current[3:0]<=in[3:0];
  end
  end
else if(in==5'b10000) begin
save<=result;
show<=1;
full <= 0;
end
else if(in==5'b10001) begin  
  if(full[7:0] != 8'b0) begin
   current <=current>>4;
    full <= full>>1;
  end
end
  else if(in==5'b10010) begin
    op<= 0;
     if(show==0)
      save<= current;
    else
        current<=32'b0;
        show<=1;
        full <= 0;
    end
  else if(in==5'b10011) begin
     op<= 1;
     if(show==0)
      save<= current;
    else
        current<=32'b0;
        show<=1;
        full <= 0; 
    end
  end
  always_comb begin
    if (show==0)
     out = current;
    else
     out = save;
  end
endmodule
module math(input logic [3:0] op,
                      input logic [31:0] a,b,
                      output logic [31:0] r);
            always_comb
              case (op)
                0: r = a + b;
                1: r = a - b;
                default: r = 0;
              endcase
    endmodule
module ssdec(input logic [3:0] in,
            input logic enable,
            output logic [6:0]out);
    logic [6:0] seg7[15:0];
    assign seg7[4'hf] = (enable==1)? 7'b1110001:7'b0000000;
    assign seg7[4'he] = (enable==1)? 7'b1111001:7'b0000000;
    assign seg7[4'hd] = (enable==1)?7'b1011110:7'b0000000;
    assign seg7[4'hc] = (enable==1)?7'b0111001:7'b0000000;
    assign seg7[4'hb] = (enable==1)?7'b1111100:7'b0000000;
    assign seg7[4'ha] = (enable==1)?7'b1110111:7'b0000000;
    assign seg7[4'h9] = (enable==1)?7'b1100111:7'b0000000;
    assign seg7[4'h8] = (enable==1)?7'b1111111:7'b0000000;
    assign seg7[4'h7] = (enable==1)?7'b0000111:7'b0000000;
    assign seg7[4'h6] = (enable==1)?7'b1111101:7'b0000000;
    assign seg7[4'h5] = (enable==1)?7'b1101101:7'b0000000;
    assign seg7[4'h4] = (enable==1)?7'b1100110:7'b0000000;
    assign seg7[4'h3] = (enable==1)?7'b1001111:7'b0000000;
    assign seg7[4'h2] = (enable==1)?7'b1011011:7'b0000000;
    assign seg7[4'h1] = (enable==1)?7'b0000110:7'b0000000;
    assign seg7[4'h0] =(enable==1)?7'b0111111:7'b0000000;
    assign out = seg7[in];
endmodule
module scankey(input logic clk, input logic [19:0]in, input logic rst, output logic strobe, output logic[4:0]out);
logic [1:0]delay;
assign strobe = delay[1];
always_ff@(posedge clk, posedge rst) begin
if(rst)
  delay<=2'b00;
else begin
  delay[0]<=|in;
  delay[1]<= delay[0];
end
end
always_comb begin
out[0]=in[19]|in[17]|in[15]|in[13]|in[11]|in[9]|in[7]|in[5]|in[3]|in[1];
out[1]=in[19]|in[18]|in[15]|in[14]|in[11]|in[10]|in[7]|in[6]|in[3]|in[2];
out[2]=in[15]|in[14]|in[13]|in[12]|in[7]|in[6]|in[5]|in[4];
out[3]=in[15]|in[14]|in[13]|in[12]|in[11]|in[10]|in[9]|in[8];
out[4]=in[19]|in[18]|in[17]|in[16];
end
endmodule
</file>
<file path="run.sh">
#!/bin/bash
# OpenROAD 26Q1-2900-gdf79404cd8, Yosys 0.63+post, stock flow scripts
make -C /OpenROAD-flow-scripts/flow DESIGN_CONFIG=/design/flow/config.mk WORK_HOME=/design/flow/orfs finish
</file>
==> results_slide.txt <==
Run Summary

Synthesis
  – Synthesis area per yosys: 0.00813 mm^2
  – Post-Syn Area: 0.00813 mm^2
  – Asr flop ratio synth: 1.00
  – Synth Instances: 1078
  – # Cells Yosys: 1078
  – Sequential cell area fraction in the yosys report: 0.237
  – Number of enable flip-flop cells: 0
  – Warnings, synthesis: about 42
  – Synth unique cells: 74
  – Syn Area/Cell: 7.54 um^2
  – Post-synth top flop: dfrtp_1
  – Synth Register Bits: between 70 and 80

Route
  – DR iter-0 viols: just over 500
  – Post-route ant nets: 0
  – WL/cell: 16.0 um
  – Drt total wl: 21.3 mm
  – Antenna diodes: 0
  – Vias per cell: 5.83
  – DRC viols: 0
  – 1st-pass router iterations: 5
  – DR vias: 7737

Final timing
  – Fin. max-slew vios: 0
  – Number of unconstrained endpoints: 131
  – Rel. slew slack: 0.354
  – TNS Setup: -0.101 ns
  – Worst slew pin tran: 0.941 ns
  – Max Fclk: 0.909 GHz
  – Register pins left without a clock: 75
  – PnR worst setup slack: -0.101 ns
  – Cycle use final: 1.10
  – RSZ-0062 raised after global routing: true
  – Final setup vio count: 1
  – Worst hold slack: between 0.2 and 0.25 ns
  – Final Skew: 0.000378 ns
  – Hold Fails Final Rpt: 0
  – Tmin final: 1.10 ns

Flow run
  – Max-Cap Viols: 0
  – Total tool warning count: around 40

Floorplan
  – CORE AREA: 0.0159 mm^2
  – Io pins: roughly 130
  – Chip area: 0.0168 mm^2
  – FP Util: 0.512
  – Die Y: 129 um
  – Core Rows: 46
  – Die W: 129 um

Layout
  – FF/Latch Area: 0.00193 mm^2
  – Logic area: 0.00572 mm^2
  – Top Layout Cells: nor2_1 (155), a21oi_1 (129), nand2_1 (90), dfrtp_1 (74), clkdlybuf4s50_1 (65)
  – Final-layout fill cell count: 1566
  – Synthesis-to-finish area growth: 10.8%
  – Most used logic cell in the final layout: nor2_1
  – Layout cells sized above 1: 0.0845

Critical path
  – Cell count of the worst reg-to-reg path: 0
  – Worst Path Required: 1.07 ns
  – Crit Path Max Fanout: 2
  – CP Capture Type: flip-flop
  – Kind of critical path: in2reg
  – Critical path startpoint category: input port
  – CP arrival: 1.17 ns

Clock tree
  – Clk root buf: clkbuf_16
  – Late-Pin Clk Latency: 0.22 ns
  – TritonCTS clock tree: done
  – Clk slew on worst S/H paths: 0.03 ns
  – TritonCTS Buffers: 3
  – Clock tree buffer depth: 2
  – CTS Hold Bufs: 0
  – H-Tree Level Count: 1

Worst hold path
  – Worst hold-check path type: in2async

Power and ir drop
  – Pint: 0.000731 W
  – Seq pwr share: 0.084
  – Logic pwr share: 0.294
  – Worst IR Drop VDD: 0.00124 V
  – P_sw: 0.000260 W
  – Sw frac: 0.262
  – Clk pwr share: 0.622
  – P_leak: around 3.6 nW
  – Pwr/cell area: ~110 mW/mm^2

Status
  – Outcome: finished with violations
  – Failing checks: setup timing

Placement
  – Port Buffers: just under 80
  – Gp weighted congestion: 0.950
  – Final HPWL DP: 15.6 mm

Global route
  – Largest net degree at the start of global routing: around 76
  – Antenna violations before repair: 0
  – Vias in the first global route: 6661
  – GRT Overall Usage: 0.262
  – Grt total ovfl: 0
  – First-pass GRT wire length: 34.7 mm
-- per-layer routing --
layer / global-route usage / share of wire / routed length [um]
met5: 0 / 0 / 0
met4: 0.00889 / 0.0027 / 58
met1: 0.426 / 0.51 / 10800
met2: 0.413 / 0.46 / 9710
met3: 0.0151 / 0.033 / 694
-- synth_stat cells (all sizes together), types with 6 or more instances --
cell type	instances	share of area
or3	6	0.0046
a22oi	38	0.035
xnor2	45	0.048
a211oi	8	0.0074
nand3	22	0.017
nand4	7	0.0054
o221ai	9	0.0097
mux2	25	0.035
o22ai	7	0.0071
o211ai	7	0.0065
a31oi	24	0.018
and3	6	0.0046
or4	7	0.0074
o21ai	69	0.042
nor2b	8	0.0062
a221oi	18	0.019
inv	21	0.0097
a21oi	130	0.080
buf	52	0.044
ha	32	0.049
or2	7	0.0054
nand2	90	0.042
dfrtp	76	0.23
xor2	18	0.019
o21a	9	0.0083
clkbuf	55	0.025
mux2i	28	0.034
nor4	14	0.016
nor2	156	0.073
a21o	13	0.012
nor3	16	0.011
-- final timing paths --
check / startpoint / end / slack (ns)
setup / recovery: pb[8] / sk1.delay[0] / -0.10
hold / removal: reset / sk1.delay[1] / 0.21
setup reg to reg: sk1.delay[0] / sk1.delay[1] / 0.53
hold reg to reg: sk1.delay[0] / sk1.delay[1] / 0.35
max in group asynchronous: reset / sk1.delay[1] / 0.68
min in group clk0: pb[8] / sk1.delay[0] / 0.34
-- per-stage QoR --
stage | std cells | power (W) | area (um^2) | worst slack [ns] | util
6_report | 1328 | 0.000991 | 9010 | -0.101 | 0.567
5_1_grt | 1328 | 0.00107 | 9010 | -0.171 | 0.567
4_1_cts | 1328 | 0.00101 | 9010 | -0.109 | 0.567
3_5_place_dp | 1323 | 0.000394 | 8940 | -0.675 | 0.563
3_3_place_gp | 1323 | 0.000395 | 8940 | -0.657 | 0.563
2_1_floorplan | 1114 | 0.000323 | 8290 | -0.275 | -
-- flip-flops by register name, indices dropped and copies added, names as in the netlist --
signal	flops
d1.current	32
d1.show	1
d1.save	32
d1.full	8
d1.op	2
sk1.delay	2
-- power groups by stage --
stage | Clock, W | Combinational [W] | Sequential (W)
finish | 0.000616 | 0.000291 | 0.0000836
global route | 0.000648 | 0.000337 | 0.0000836
CTS | 0.000629 | 0.000300 | 0.0000836
-- what timing repair did --
item                                    CTS  global route
buffers inserted                          1             0
pin swaps                                 5             0
endpoints found under the setup margin    1             1
gates resized                            40             1
-- critical path: stages --
cell and delay (ns):
buf_6 0.09, or4_4 0.54, nor3_4 0.21, nand4_1 0.13
-- final cells by class --
type                    count  share of cell area
flip-flops and latches     77               0.214
multi-input cells         909               0.635
well taps                 216              0.0300
inverters                  21             0.00917
repair buffers            101               0.103
clock buffers               4             0.00875
-- logic make-up (layout without fill, tap and decap cells) --
group / after synthesis / in the layout / synth area share
fa+ha+maj: 33 / 33 / 0.0517
xor+xnor: 63 / 63 / 0.0679
simple gates: 356 / 356 / 0.208
other cells: 1 / 37 / 0.000461
buf+inv: 128 / 126 / 0.0794
flops: 77 / 77 / 0.237
mux: 53 / 53 / 0.0691
compound gates: 367 / 367 / 0.287
Power figures rest on the tool's default switching activity, not on a simulated workload.
